==> flow/design.v <==
module spi_master #(
    parameter SYS_FREQ = 100_000_000,  
    parameter SCK_FREQ = 25_000_000  
) (
    input             clk,
    input             rst_n,
    input             miso_i,  
    output wire       mosi_o,  
    output wire       sck_o,     
    output wire       cs_n_o,  
    input [7:0]       tx_byte_i,
    input             tx_byte_valid_i,
    output wire       ready_o,
    output wire [7:0] rx_byte_o,
    output wire       rx_byte_valid_o
);
    wire com_done;
    reg [7:0] tx_data;
    localparam IDLE  = 3'b001;
    localparam SEND  = 3'b010;
    localparam STOP  = 3'b100;
    reg [2:0] state_cs;
    reg [2:0] state_ns;
    reg send_en;
    reg spi_tx;
    reg cs_n;
    reg rx_byte_valid;
    reg ready;
    always @ (posedge clk or negedge rst_n) begin
        if(!rst_n) begin
            state_cs <= IDLE;
        end else begin
            state_cs <= state_ns;
        end
    end
    always @ (*) begin
        state_ns = state_cs;
        send_en = 1'b0;
	cs_n = 1'b1;
        spi_tx = 1'b1;
        rx_byte_valid = 1'b0;
        ready = 1'b0;
        case(state_cs)
            IDLE : begin
                ready = 1'b1;
                if(tx_byte_valid_i) begin
                    send_en = 1'b1;
                    state_ns = SEND;
                end
            end
            SEND: begin
		cs_n = 1'b0;
                spi_tx = tx_data[7];
                if(com_done) begin
                    state_ns = STOP;
                end
            end
            STOP : begin
                rx_byte_valid = 1'b1;
                state_ns = IDLE;
            end
            default : begin
                state_ns = IDLE;
            end
        endcase
    end  
    localparam ClockRatio = SYS_FREQ / SCK_FREQ;  
    localparam CountMax = ClockRatio / 2;  
    localparam CW = $clog2(CountMax);
    wire sck_en;
    assign sck_en = (state_cs == SEND);
    reg [CW-1:0] sck_cnt;
    wire [CW-1:0] n_sck_cnt;
    wire sck_last;
    assign sck_last = (sck_cnt == CountMax - 1);
    assign n_sck_cnt = sck_last ? {CW{1'b0}} : sck_cnt + 1'b1;
    always @ (posedge clk or negedge rst_n) begin
        if(!rst_n) begin
            sck_cnt <= {CW{1'b0}};
        end else begin
            if(sck_en) begin
                sck_cnt <= n_sck_cnt;
            end
        end
    end
    reg sck;
    always @(posedge clk or negedge rst_n) begin
        if(!rst_n) begin
            sck <= 1'b0;
        end else begin
            if(sck_en & sck_last) begin
                sck <= ~sck;
            end
        end
    end
    wire sck_posedge;
    wire sck_negedge;
    assign sck_posedge = sck_last & !sck;
    assign sck_negedge = sck_last & sck;
    reg [2:0] idx;
    always @(posedge clk or negedge rst_n) begin
        if(!rst_n) begin
            tx_data <= 8'd0;
        end else begin
            if(tx_byte_valid_i & ready) begin
                tx_data <= tx_byte_i;
            end else if(sck_negedge) begin
                tx_data <= {tx_data[6:0], 1'b0};
            end
        end
    end
    always @(posedge clk or negedge rst_n) begin
        if(!rst_n) begin
            idx <= 3'd0;
        end else begin
            if(send_en) begin
                idx <= 3'd7;
            end else if(sck_negedge) begin
                idx <= idx - 1'b1;
            end
        end
    end
    reg [7:0] rx_data;
    always @(posedge clk or negedge rst_n) begin
        if(!rst_n) begin
            rx_data <= 8'd0;
        end else begin
            if(sck_posedge & (state_cs == SEND)) begin
                rx_data <= {rx_data[6:0], miso_i};
            end
        end
    end
    assign com_done = !(|idx) & sck_negedge;
    assign sck_o = sck_en ? sck : 1'b0;
    assign mosi_o = spi_tx;
    assign cs_n_o = cs_n;
    assign ready_o = ready;
    assign rx_byte_o = rx_data;
    assign rx_byte_valid_o = rx_byte_valid;
endmodule
==> flow/run.sh <==
#!/bin/bash
# OpenROAD 26Q1-2900-gdf79404cd8, Yosys 0.63+post, stock flow scripts
make -C /OpenROAD-flow-scripts/flow DESIGN_CONFIG=/design/flow/config.mk WORK_HOME=/design/flow/orfs finish
==> flow/config.mk <==
export PLATFORM = sky130hd
export DESIGN_NAME = spi_master
export DESIGN_NICKNAME = spi_master
export VERILOG_FILES = /design/flow/design.v
export SDC_FILE = /design/flow/constraint.sdc
export NUM_CORES = 4
export LEC_CHECK = 1
export CORE_AREA = 10 10 86 86
export DIE_AREA = 0 0 96 96
==> flow/constraint.sdc <==
current_design spi_master

set clk_period 2.9
set clk_io_pct 0.2

create_clock -name clk0 -period $clk_period [get_ports {clk}]

set non_clock_inputs [all_inputs -no_clocks]
set_input_delay [expr $clk_period * $clk_io_pct] -clock clk0 $non_clock_inputs
set_output_delay [expr $clk_period * $clk_io_pct] -clock clk0 [all_outputs]
==> summary.rpt <==
ROUTE
-------------------------------------------------------------------------------------------
Number of design-rule violations left by the first detailed-router iteration             39
Total antenna diodes in the routed design                                                 0
Average detailed-routed wire length per instance                                    12.9 um
Final wirelength                                                                    2450 um
DR pass1 iterations                                                                       2
Via total after detailed routing                                                        786
Remaining number of nets flagged by the antenna check after routing                       0
Vias per inst                                                                          4.14
Detailed-route DRC error count                                                            0

SYNTH
-------------------------------------------------------------------------------------------
Number of synthesized flops with an enable pin                                            0
Proportion of register bits with asynchronous set or reset after synthesis             1.00
Post-synthesis instance area                                                   0.00116 mm^2
Post-synthesis cell type count                                                           27
Sequential element share of the synthesized area                                      0.520
Leading cell types by count after synthesis                                    sky130_fd_sc_hd__dfrtp_1 (23), sky130_fd_sc_hd__a31oi_1 (8), sky130_fd_sc_hd__mux2_2 (8)
Count leader, synth                                                            sky130_fd_sc_hd__dfrtp_1
# Cells Yosys                                                                            97
Yosys stat area                                                                0.00116 mm^2
Fraction of synthesized cell area taken by the top area cell type                     0.497
Most common flop cell mapped by yosys                                          sky130_fd_sc_hd__dfrtp_1
Biggest area consumer among synthesized cells                                  sky130_fd_sc_hd__dfrtp_1
Leading cell types by total area after synthesis                               sky130_fd_sc_hd__dfrtp_1 (50%), sky130_fd_sc_hd__mux2_2 (7.8%), sky130_fd_sc_hd__a21bo_1 (6.1%)
Seq cells post-synth                                                                     24
Post-synthesis average cell area                                                  11.9 um^2
Total number of yosys warnings                                                            1
Mapped Cells                                                                             97

POWER
-------------------------------------------------------------------------------------------
Switching pwr                                                                        406 uW
Proportion of power drawn by flip-flops and latches                                   0.461
Logic gate share of total power                                                       0.387
Areal power density over the cells                                              880 mW/mm^2
Internal power of the cells                                                          904 uW
Total leakage power                                                                0.674 nW
Fraction of power spent switching nets                                                0.310
Portion of total power attributed to the clock network                                0.152
Worst supply voltage drop on vdd                                                   0.420 mV

WORST SETUP PATH
-------------------------------------------------------------------------------------------
Slowest CP cell                                                                sky130_fd_sc_hd__dfrtp_1
List of cells traversed by the critical path                                   and2_1 -> clkdlybuf4s50_1
Startpoint of the most critical register-to-register path                           sck_cnt
Stage delay of the slowest cell on the critical path                                0.50 ns
Arrival time of data at the critical path endpoint                                  1.40 ns
Critical Setup Path Class                                                           reg2out
Required time reported for the critical path endpoint                               2.32 ns
Setup crit start kind                                                                  flop
Count of buffer and inverter cells on the critical path                                   1
Slack of the worst reg-to-reg path                                                  1.32 ns
Cell family with most CP delay                                                   flip-flops
Register-to-Register Path Depth                                                           2
Critical register-to-register path endpoint                                      rx_data[7]
Worst setup EP type                                                             output port
Worst-path fanout max                                                                     7

CLOCK NETWORK
-------------------------------------------------------------------------------------------
Clock tree from TritonCTS                                                               yes
Number of hold-repair buffers added at the cts stage                                      0
Total clock buffers created by CTS                                                        3
Total of cells resized after clock tree synthesis                                         0
Setup bufs post-CTS                                                                       0
Clock Tree Buf Depth                                                                      2
Root Driver                                                                    sky130_fd_sc_hd__clkbuf_8
TritonCTS Sinks                                                                          24
H-tree levels                                                                             1
Worst skew pair latency                                                             0.26 ns
Clock transition at the registers of the reported paths                             0.08 ns

FINAL TIMING
-------------------------------------------------------------------------------------------
Number of hold-slack violations in the final timing report                                0
Shortest period the worst path allows                                               1.98 ns
Share of the cycle needed by the critical path after routing                          0.683
Maximum clock frequency                                                             505 MHz
Final Max-Slew Violation Tally                                                            0
Setup TNS Final                                                                        0 ns
Final Skew                                                                       0.00185 ns
Final setup violation count                                                               0
Setup repair after global routing missed its margin                                      no
Slew margin rel.                                                                      0.467
Slew at the pin closest to its max-slew limit                                      0.800 ns

STATUS
-------------------------------------------------------------------------------------------
Result of the run                                                                 completed

PLACE
-------------------------------------------------------------------------------------------
Placed standard-cell area                                                      0.00144 mm^2
Routability Congestion                                                                0.801
I/O Buffers                                                                              24
Detailed-placement wirelength estimate                                              1750 um

LAYOUT
-------------------------------------------------------------------------------------------
Multi-input gate area                                                              482 um^2
Number of fill cells in the layout                                                      594
Proportion of layout cells with a drive suffix above 1                                0.127
Area delta synth->final                                                               28.6%
Area of all placed cells without fillers                                       0.00149 mm^2
Flop area                                                                          602 um^2

GLOBAL ROUTING
-------------------------------------------------------------------------------------------
Initial antenna violation count                                                           0
Vias in the first global route                                                          814
Largest net degree at the start of global routing                                        26
Global route total overflow                                                               0
Global-route usage over all layers                                                   0.0561
Global-route wire length before repair                                              4120 um

FLOORPLAN
-------------------------------------------------------------------------------------------
Core Density at Floorplan                                                             0.209
Cell Rows                                                                                27
Width of the die                                                                      96 um
Die height                                                                            96 um
Die ar.                                                                        0.00922 mm^2
Top-Level Pins                                                                           25
Standard cell core area                                                        0.00554 mm^2

HOLD PATH
-------------------------------------------------------------------------------------------
Hold Path Stages                                                                          1
Capture endpoint of the worst hold path                                         state_cs[0]
Hold Startpoint                                                                 state_cs[1]
Class of the worst hold path                                                        reg2reg

FLOW RUN
-------------------------------------------------------------------------------------------
Max Cap Viol                                                                              0
Tool warnings                                                                            26

==> worst max path at each step <==
| stage | from | endpoint | slack, ns | cells past startpoint |
|---|---|---|---|---|
| 6_report | state_cs[2] | sck_o | 0.92 | 2 |
| 5_1_grt | state_cs[2] | sck_o | 0.82 | 2 |
| 4_1_cts | state_cs[2] | sck_o | 0.88 | 2 |
==> state kept, by name, indices dropped and copies added (netlist names) <==
| name | flops |
|---|---|
| idx | 3 |
| rx_data | 8 |
| sck | 1 |
| sck_cnt | 1 |
| state_cs | 3 |
| tx_data | 8 |
==> power by group through the flow <==
stage	combinational [mW]	sequential, mW	clock, mW
4_1_cts	0.520	0.604	0.210
6_report	0.507	0.603	0.200
5_1_grt	0.571	0.633	0.223
==> through the flow <==
step                worst slack [ns]   util  instances  total power, mW  hold slack (ns)
floorplan                       1.62      -         97            0.919            0.284
detailed placement              1.05  0.261        186             1.12            0.461
global route                   0.816  0.269        190             1.43            0.519
global placement                1.06  0.261        186             1.11            0.463
CTS                            0.883  0.269        190             1.33            0.485
finish                         0.920  0.269        190             1.31            0.470
==> layer usage <==
metal,wire (um),global-route usage
met5,0,0
met1,1230,0.0808
met4,38,0.00983
met3,166,0.0204
met2,1010,0.0802
==> kinds of logic (layout without fill, tap and decap cells) <==
group	count (synthesis)	after routing	synth area share
compound gates	24	24	0.151
mux	8	8	0.0778
buf+inv	13	34	0.0638
simple gates	24	24	0.150
flops	24	24	0.520
xor+xnor	2	2	0.0151
fa+ha+maj	2	2	0.0216
==> cells in the final DEF, fill, tap and decap left out, drive strengths merged <==
cell / count
a21bo: 7
a21o: 1
a21oi: 2
a22oi: 1
a31oi: 8
a32o: 1
and2: 2
and3: 2
and3b: 7
and4: 1
and4b: 1
buf: 2
clkbuf: 4
clkdlybuf4s50: 24
dfrtp: 23
dfstp: 1
ha: 2
inv: 4
mux2: 8
nand2: 2
nand2b: 1
nand3: 7
nand3b: 1
o21ai: 4
xnor2: 1
xor2: 1
==> final cells by class <==
type | instances | area share
Inverter | 4 | 0.0101
Tap cell | 72 | 0.0605
Multi-Input combinational cell | 60 | 0.324
Timing Repair Buffer | 26 | 0.171
Clock buffer | 4 | 0.0303
Sequential cell | 24 | 0.404
==> worst register-to-register path, cell delays in order (launching register included) <==
cell	delay, ns
sky130_fd_sc_hd__dfrtp_1	0.87
sky130_fd_sc_hd__nand3b_4	0.27
sky130_fd_sc_hd__mux2_2	0.33
Power is estimated from default activity; no workload was simulated.
